[flow/run.sh]
#!/bin/bash
# OpenROAD 26Q1-2900-gdf79404cd8, Yosys 0.63+post, stock flow scripts
make -C /OpenROAD-flow-scripts/flow DESIGN_CONFIG=/design/flow/config.mk WORK_HOME=/design/flow/orfs finish
[flow/config.mk]
export PLATFORM = sky130hd
export DESIGN_NAME = Register_file
export DESIGN_NICKNAME = Register_file
export VERILOG_FILES = /design/flow/design.v
export SDC_FILE = /design/flow/constraint.sdc
export NUM_CORES = 4
export LEC_CHECK = 1
export CORE_UTILIZATION = 30
[flow/constraint.sdc]
current_design Register_file

set clk_period 4.4
set clk_io_pct 0.2

create_clock -name clk0 -period $clk_period [get_ports {clk}]

set non_clock_inputs [all_inputs -no_clocks]
set_input_delay [expr $clk_period * $clk_io_pct] -clock clk0 $non_clock_inputs
set_output_delay [expr $clk_period * $clk_io_pct] -clock clk0 [all_outputs]
[flow/design.v]
module Register_file(rData, clk, reset_n, wAddr, wData, we, rAddr);		 
 input clk, reset_n, we;
 input[2:0] wAddr, rAddr;
 input[31:0] wData;
 output[31:0] rData;
 wire [7:0] to_reg;
 wire [31:0] from_reg[7:0];
 write_operation U0_write_operation(to_reg, wAddr, we);			 
 register32_8 U1_register32_8(from_reg[0], from_reg[1], from_reg[2], from_reg[3], from_reg[4], from_reg[5], from_reg[6], from_reg[7], clk, reset_n, to_reg, wData);		 
 read_operation U2_read_operation(rData, rAddr, from_reg[0], from_reg[1], from_reg[2], from_reg[3], from_reg[4], from_reg[5], from_reg[6], from_reg[7]);		 
endmodule 
module _3_to_8_decoder(q, d);		 
	input [2:0] d;
	output reg [7:0] q;
	always@(d) begin			 
		case(d)
			3'b000:	q = 8'b0000_0001;		 
			3'b001:	q = 8'b0000_0010;		 
			3'b010:	q = 8'b0000_0100;		 
			3'b011:	q = 8'b0000_1000;		 
			3'b100:	q = 8'b0001_0000;		 
			3'b101:	q = 8'b0010_0000;		 
			3'b110:	q = 8'b0100_0000;		 
			3'b111:	q = 8'b1000_0000;		 
			default : q = 8'hx;
			endcase
		end
endmodule
module _8_to_1_MUX(d_out, sel, a, b, c, d, e, f, g, h);			 
	input [31:0] a, b, c, d, e, f, g, h;
	input [2:0] sel;
	output reg [31:0] d_out;
	always@(sel, a, b, c, d, e, f, g, h) begin
		case(sel)
			3'b000 : d_out = a;
			3'b001 : d_out = b;
			3'b010 : d_out = c;
			3'b011 : d_out = d;
			3'b100 : d_out = e;
			3'b101 : d_out = f;
			3'b110 : d_out = g;
			3'b111 : d_out = h;
			default : d_out = 3'bx;
		endcase
	end
endmodule
module _inv(y, a);		 
	input a;
	output y;
	assign y = ~a;
endmodule
module _nand2(y, a, b);		 
	input a, b;
	output y;
	assign y = ~(a & b);
endmodule
module _and2(y, a, b);		 
	input a, b;
	output y;
	assign y = a & b;
endmodule
module _or2(y, a, b);		 
	input a, b;
	output y;
	assign y = a | b;
endmodule
module _xor2(y, a, b);		 
	input a, b;
	output y;
	wire inv_a, inv_b;
	wire w0, w1;
	_inv invA(inv_a, a);		 
	_inv invB(inv_b, b);
	_and2 and0(w0, inv_a, b);		 
	_and2 and1(w1, a, inv_b);		 
	_or2 or0(y, w0, w1);		 
endmodule
module _and3(y, a, b, c);	 
	input a, b, c;
	output y;
	assign y = a & b & c;
endmodule
module _and4(y, a, b, c, d);	 
	input a, b, c, d;
	output y;
	assign y = a & b & c & d;
endmodule
module _and5(y, a, b, c, d, e);	 
	input a, b, c, d, e;
	output y;
	assign y = a & b & c & d & e;
endmodule
module _or3(y, a, b, c);	 
	input a, b, c;
	output y;
	assign y = a | b | c;
endmodule
module _or4(y, a, b, c, d);	 
	input a, b, c, d;
	output y;
	assign y = a | b | c | d;
endmodule
module _or5(y, a, b, c, d, e);	 
	input a, b, c, d, e;
	output y;
	assign y = a | b | c | d | e;
endmodule
module _inv_4bits(y, a);		 
	input[3:0] a;
	output[3:0] y;
	assign y = ~a;
endmodule
module _and2_4bits(y, a, b);	 
	input[3:0] a, b;
	output[3:0] y;
	assign y = a & b;
endmodule
module _or2_4bits(y, a, b);	 
	input[3:0] a, b;
	output[3:0] y;
	assign y = a | b;
endmodule
module _xor2_4bits(y, a, b);		 
	input[3:0] a, b;
	output[3:0] y;
	_xor2 U0_xor2(y[0], a[0], b[0]);
	_xor2 U1_xor2(y[1], a[1], b[1]);
	_xor2 U2_xor2(y[2], a[2], b[2]);
	_xor2 U3_xor2(y[3], a[3], b[3]);
endmodule
module _xnor2_4bits(y, a, b);		 
	input[3:0] a, b;
	output[3:0] y;
	wire[3:0] w0;
	_xor2_4bits U0_xor2_4bits(w0, a, b);
	_inv_4bits U1_inv_4bits(y, w0);
endmodule
module _inv_32bits(y, a);		 
	input[31:0] a;
	output[31:0] y;
	assign y = ~a;
endmodule
module _and2_32bits(y, a, b);	 
	input[31:0] a, b;
	output[31:0] y;
	assign y = a & b;
endmodule
module _or2_32bits(y, a, b);	 
	input[31:0] a, b;
	output[31:0] y;
	assign y = a | b;
endmodule
module _xor2_32bits(y, a, b);		 
	input[31:0] a, b;
	output[31:0] y;
	_xor2_4bits U0_xor2_4bits(y[3:0], a[3:0], b[3:0]);
	_xor2_4bits U1_xor2_4bits(y[7:4], a[7:4], b[7:4]);
	_xor2_4bits U2_xor2_4bits(y[11:8], a[11:8], b[11:8]);
	_xor2_4bits U3_xor2_4bits(y[15:12], a[15:12], b[15:12]);
	_xor2_4bits U4_xor2_4bits(y[19:16], a[19:16], b[19:16]);
	_xor2_4bits U5_xor2_4bits(y[23:20], a[23:20], b[23:20]);
	_xor2_4bits U6_xor2_4bits(y[27:24], a[27:24], b[27:24]);
	_xor2_4bits U7_xor2_4bits(y[31:28], a[31:28], b[31:28]);
	endmodule
module _xnor2_32bits(y, a, b);		 
	input[31:0] a, b;
	output[31:0] y;
	_xnor2_4bits U0_xnor2_4bits(y[3:0], a[3:0], b[3:0]);
	_xnor2_4bits U1_xnor2_4bits(y[7:4], a[7:4], b[7:4]);
	_xnor2_4bits U2_xnor2_4bits(y[11:8], a[11:8], b[11:8]);
	_xnor2_4bits U3_xnor2_4bits(y[15:12], a[15:12], b[15:12]);
	_xnor2_4bits U4_xnor2_4bits(y[19:16], a[19:16], b[19:16]);
	_xnor2_4bits U5_xnor2_4bits(y[23:20], a[23:20], b[23:20]);
	_xnor2_4bits U6_xnor2_4bits(y[27:24], a[27:24], b[27:24]);
	_xnor2_4bits U7_xnor2_4bits(y[31:28], a[31:28], b[31:28]);
	endmodule
module read_operation(Data, Addr, from_reg0, from_reg_1, from_reg_2, from_reg3, from_reg4, from_reg5, from_reg6, from_reg7);		 
	input [31:0] from_reg0, from_reg_1, from_reg_2, from_reg3, from_reg4, from_reg5, from_reg6, from_reg7;
	input [2:0] Addr;
	output [31:0] Data;
	_8_to_1_MUX U0_MUX(Data, Addr, from_reg0, from_reg_1, from_reg_2, from_reg3, from_reg4, from_reg5, from_reg6, from_reg7);		 
endmodule
module register32_8(d_out0, d_out1, d_out2, d_out3, d_out4, d_out5, d_out6, d_out7, clk, reset_n, en, d_in);		 
	input clk, reset_n;
	input [7:0] en;
	input [31:0] d_in;
	output [31:0]d_out0, d_out1, d_out2, d_out3, d_out4, d_out5, d_out6, d_out7;
	register32_r_en U0_register32_r_en(d_out0, clk, reset_n, en[0], d_in);			 
	register32_r_en U1_register32_r_en(d_out1, clk, reset_n, en[1], d_in);			 
	register32_r_en U2_register32_r_en(d_out2, clk, reset_n, en[2], d_in);			 
	register32_r_en U3_register32_r_en(d_out3, clk, reset_n, en[3], d_in);			 
	register32_r_en U4_register32_r_en(d_out4, clk, reset_n, en[4], d_in);			 
	register32_r_en U5_register32_r_en(d_out5, clk, reset_n, en[5], d_in);			 
	register32_r_en U6_register32_r_en(d_out6, clk, reset_n, en[6], d_in);			 
	register32_r_en U7_register32_r_en(d_out7, clk, reset_n, en[7], d_in);			 
endmodule
module register32_r_en(q, clk, reset_n, en, d);	 
	input clk, reset_n, en;
	input [31:0] d;
	output reg [31:0] q;
	always@(posedge clk or negedge reset_n)		 
	begin
		if(reset_n == 0)		q <= 32'b0;			 
		else if(en)				q <= d;				 
		else						q <= q;				 
	end
endmodule
module write_operation(to_reg, Addr, we);		 
	input we;
	input [2:0] Addr;
	output [7:0] to_reg;
	wire [7:0] w_a;
	_3_to_8_decoder U0_decoder(w_a, Addr);		 
	_and2 U1_and2(to_reg[0], we, w_a[0]);
	_and2 U2_and2(to_reg[1], we, w_a[1]);
	_and2 U3_and2(to_reg[2], we, w_a[2]);
	_and2 U4_and2(to_reg[3], we, w_a[3]);
	_and2 U5_and2(to_reg[4], we, w_a[4]);
	_and2 U6_and2(to_reg[5], we, w_a[5]);
	_and2 U7_and2(to_reg[6], we, w_a[6]);
	_and2 U8_and2(to_reg[7], we, w_a[7]);
endmodule
==> out/writeup.txt <==
The run finished with clean final reports. For the worst reg-to-reg path, the startpoint reported by OpenROAD is U1_register32_8.U1_register32_r_en.q[5]$_DFFE_PN0P_. Entering global routing, the biggest net connects 109 pins. Post-synth the commonest register cell is dfrtp_1. The die area is 39900 um^2. According to the hold report, the worst path is of the primary input to asynchronous set/reset pin type. The share of the synthesized area in the top cell type is 54.6%, and the final instance area is 13900 um^2. The pre-CTS worst setup slack came out at 0.509 ns. Number of top-level design ports: 73.

Data on the critical path is required at its endpoint by 3.52 ns. Number of antenna violations at the first check in global routing: 2. The cell count after synthesis came out at 917. The tools report the starting utilization of the core area as 30.4%. Compared with the post-synthesis result, the final layout area differs by 18.7%. The final critical-path share of the clock period came out at 87.1%. The number of slew-limit violations in the final report was 0. The first global-routing pass estimated 44800 um of wire. The post-CTS setup-driven buffer insertion count was 0; the count of instances resized after the clock tree is built was 0. The capture point of the worst register-to-register path is recorded as U1_register32_8.U1_register32_r_en.q[5]$_DFFE_PN0P_.

Per the TritonCTS log, the buffer count is 29. The final cell count without fillers came out at 1517. The run gives 0 for the count of final setup violators. Post-CTS clock slew at the launch and capture registers of the worst setup and hold paths: 0.06 ns. The clock arrives with 0 ns of skew. The remaining number of nets flagged by the antenna check after routing came out at 0.

Across the run, the number of max-cap violations was 0. Hold timing on the final database bottoms out at a slack of 0.278 ns. Antenna repair during routing inserted a diode count of 0. In this run the VDD rail shows a maximum IR drop of 0.271 mV.

The tools report the number of hold buffers added after CTS as 0. STA classifies the critical path endpoint as a primary output. The data arrival time reported for the critical path is 2.95 ns. Setup repair after global routing left no endpoint under its margin.

The run gives 13000 um^2 as the cell area reported after detailed placement. The depth of the worst register-to-register path is 1. Among all cell types in the netlist, the one instantiated most often is dfrtp_1. The run gives 0.570 ns for the final worst-path setup slack. Yosys attributes the largest share of cell area to dfrtp_1 55%, mux2_2 21%, a221oi_1 4.1%. After synthesis, flip-flops and latches occupy 54.6% of the total area. The stat command in Yosys gives a chip area of 11700 um^2. The overall fraction of global-route tracks in use is 15.1%. The worst-skew pair later-pin latency came out at 0.54 ns.

The tree is rooted in a clkbuf_16. The synthesis run shows the most used standard cells to be 256 x dfrtp_1, 218 x mux2_2, 55 x a221oi_1, 55 x nor2_1. Transition time at the pin with the least slew margin: 0.707 ns. The number of enable flip-flop cells is 0, and the global placement routability congestion is 0.814. The global route stage reports its total congestion overflow as 0. Across all stage logs, warnings added up to 27. The leakage component of the power was reported as 5.85 nW.

Averaged over all synthesized cells, the footprint is 12.8 um^2. Static timing analysis puts the maximum clock frequency at 261 MHz. The worst pin sits at a relative slew slack of 52.8%. The count of state elements after synthesis was 256; the maximum fanout along the worst path was 33. The final layout contains routed wiring with a total length of 27800 um. For the finished layout, the period the worst path requires is 3.83 ns.

Of all flip-flops after synthesis, the portion carrying an async set or reset was 100%. For the area of the placeable core, the log shows 38600 um^2. TritonCTS built the clock tree.

Per the Yosys statistics, synthesis produced 917 cells. Total negative slack: 0 ns. The pre-antenna-repair detailed-routing pass consisted of 4 iterations. Summing every instance area after synthesis gives 11700 um^2. The tools report the total half-perimeter wirelength after legalization and detailed placement as 17100 um. Launching element type of the critical path: a primary input.

The critical path is of the primary input to primary output type. The total of buffers placed on input and output ports works out to 72. The synthesized netlist contains 36 unique library cells. The logs give 0 for the total DRC errors in the routed layout and 72 for the row count. Cells fill 36.1% of the core in the end. With the number of H-tree levels at 1, the DRC marker count from the first detailed-route iteration is 362.

The total instance count after detailed placement was 1466. Power comes to 6.57 mW. In this run the deepest clock path goes through 3 buffers.

The Yosys step of the flow raised 4 warnings. The die is 200 um wide. The number of clock sinks came to 256.

The post-synthesis cell type with the largest combined area is dfrtp_1. The worst register-to-register path has a setup slack of 3.62 ns. The tools report the via count of the first global-routing pass as 7635. Dividing the detail-routed via count by the number of cells gives 5.00. Endpoints failing hold in the final report were tallied at 0. Overall die height: 200 um. For this block, the via count after detailed routing is 7582.

The routed length per placed instance was 18.4 um; the share of cells above drive strength 1 was 29.4%. In this run the power density over the cells is 471 nW/um^2.
==> flip-flops by register name, summed over array words and instances, names as in the netlist <==
register / flops
U1_register32_8.U7_register32_r_en.q: 32
U1_register32_8.U0_register32_r_en.q: 32
U1_register32_8.U6_register32_r_en.q: 32
U1_register32_8.U2_register32_r_en.q: 32
U1_register32_8.U3_register32_r_en.q: 32
U1_register32_8.U5_register32_r_en.q: 32
U1_register32_8.U4_register32_r_en.q: 32
U1_register32_8.U1_register32_r_en.q: 32
==> kinds of logic after synthesis <==
family | Yosys count | share of synthesized area (%)
AND-OR/OR-AND | 161 | 10.7
buffers and inverters | 102 | 4.20
flip-flops | 256 | 54.6
multiplexers | 262 | 24.8
AND/OR/NAND/NOR | 136 | 5.76
==> critical path, stage by stage <==
cell and delay [ns]:
buf_4 0.24, buf_4 0.45, inv_1 0.18, nand2_1 0.11, buf_4 0.31, nor2_1 0.07, a21oi_1 0.18, clkdlybuf4s50_1 0.49
==> placed cells by master (no fill, tap or decap), drive strengths merged <==
| cell | netlist | routed |
|---|---|---|
| nor2b | 4 | 4 |
| clkdlybuf4s50 | 0 | 68 |
| nand2b | 29 | 29 |
| clkbuf | 21 | 47 |
| a31oi | 1 | 1 |
| mux2 | 227 | 227 |
| nand3b | 2 | 2 |
| o221ai | 1 | 1 |
| o2bb2ai | 25 | 25 |
| a22oi | 5 | 5 |
| nor3b | 2 | 2 |
| a22o | 27 | 27 |
| and2 | 2 | 2 |
| buf | 49 | 33 |
| bufinv | 0 | 2 |
| o22ai | 3 | 3 |
| o211ai | 1 | 1 |
| inv | 32 | 33 |
| nand2 | 35 | 35 |
| clkinv | 0 | 1 |
| o21a | 1 | 1 |
| a221oi | 55 | 55 |
| o21ai | 33 | 33 |
| dfrtp | 256 | 256 |
| nand4b | 3 | 3 |
| a21oi | 4 | 4 |
| nand4 | 1 | 1 |
| a32oi | 1 | 1 |
| mux2i | 35 | 35 |
| nand3 | 1 | 1 |
| nor2 | 55 | 55 |
| o22a | 4 | 4 |
| nor3 | 2 | 2 |
==> final cells by class <==
type	count	area, um^2
Multi-Input combinational cell	559	4850
Timing Repair Buffer	101	996
Tap cell	518	648
Fill cell	3673	24700
Clock inverter	4	76.3
Sequential cell	256	6410
Inverter	32	120
Clock buffer	47	833
==> worst max path at each step <==
| stage | startpoint | endpoint | slack, ns | cells past startpoint |
|---|---|---|---|---|
| CTS | rAddr[1] | rData[20] | 0.51 | 8 |
| global route | rAddr[1] | rData[9] | 0.41 | 8 |
| finish | rAddr[1] | rData[9] | 0.57 | 8 |
==> where the power goes <==
group / leakage [nW] / switching [mW] / internal [mW]
Sequential: 3.08 / 0.226 / 2.87
Clock: 0.441 / 0.940 / 1.40
Combinational: 2.33 / 0.469 / 0.660
Total: 5.85 / 1.64 / 4.93
==> layer usage <==
| metal | up-vias | wire length [um] | global-route usage, % | part of all wire (%) |
|---|---|---|---|---|
| met5 | - | 23 | 0 | 0.083 |
| met4 | 4 | 775 | 3.48 | 2.8 |
| met3 | 54 | 1360 | 3.02 | 4.9 |
| met2 | 144 | 13200 | 24.0 | 47 |
| met1 | 3897 | 12500 | 21.8 | 45 |
| li1 | 3483 | - | - | - |
Power figures rest on the tool's default switching activity, not on a simulated workload.
