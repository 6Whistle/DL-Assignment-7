**flow/run.sh**
```bash
#!/bin/bash
# OpenROAD 26Q1-2900-gdf79404cd8, Yosys 0.63+post, stock flow scripts
make -C /OpenROAD-flow-scripts/flow DESIGN_CONFIG=/design/flow/config.mk WORK_HOME=/design/flow/orfs finish
```
**flow/config.mk**
```make
export PLATFORM = sky130hd
export DESIGN_NAME = shifter8
export DESIGN_NICKNAME = shifter8
export VERILOG_FILES = /design/flow/design.v
export SDC_FILE = /design/flow/constraint.sdc
export NUM_CORES = 4
export LEC_CHECK = 1
export CORE_AREA = 10 10 74 74
export DIE_AREA = 0 0 84 84
```
**flow/constraint.sdc**
```tcl
current_design shifter8

set clk_period 1.7
set clk_io_pct 0.2

create_clock -name clk0 -period $clk_period [get_ports {clk}]

set non_clock_inputs [all_inputs -no_clocks]
set_input_delay [expr $clk_period * $clk_io_pct] -clock clk0 $non_clock_inputs
set_output_delay [expr $clk_period * $clk_io_pct] -clock clk0 [all_outputs]
```
**flow/design.v**
```verilog
module _dff_r(q, clk, reset_n, d);		 
	input clk, reset_n, d;
	output q;
	reg q;
	always @ (posedge clk or negedge reset_n)	 
	begin
		if(reset_n == 0)		q <= 1'b0;		 
		else						q <= d;			 
	end
endmodule
module ASR8(d_out, d_in, shamt);			 
	input [1:0] shamt;
	input [7:0] d_in;
	output [7:0] d_out;
	mx4 U0_mx4(d_out[7], d_in[7], d_in[7], d_in[7], d_in[7], shamt);		 
	mx4 U1_mx4(d_out[6], d_in[6], d_in[7], d_in[7], d_in[7], shamt);		 
	mx4 U2_mx4(d_out[5], d_in[5], d_in[6], d_in[7], d_in[7], shamt);		 
	mx4 U3_mx4(d_out[4], d_in[4], d_in[5], d_in[6], d_in[7], shamt);		 
	mx4 U4_mx4(d_out[3], d_in[3], d_in[4], d_in[5], d_in[6], shamt);		 
	mx4 U5_mx4(d_out[2], d_in[2], d_in[3], d_in[4], d_in[5], shamt);			 
	mx4 U6_mx4(d_out[1], d_in[1], d_in[2], d_in[3], d_in[4], shamt);				 
	mx4 U7_mx4(d_out[0], d_in[0], d_in[1], d_in[2], d_in[3], shamt);					 
endmodule
module LSL8(d_out, d_in, shamt);			 
	input [1:0] shamt;
	input [7:0] d_in;
	output [7:0] d_out;
	mx4 U0_mx4(d_out[7], d_in[7], d_in[6], d_in[5], d_in[4], shamt);		 
	mx4 U1_mx4(d_out[6], d_in[6], d_in[5], d_in[4], d_in[3], shamt);		 
	mx4 U2_mx4(d_out[5], d_in[5], d_in[4], d_in[3], d_in[2], shamt);		 
	mx4 U3_mx4(d_out[4], d_in[4], d_in[3], d_in[2], d_in[1], shamt);		 
	mx4 U4_mx4(d_out[3], d_in[3], d_in[2], d_in[1], d_in[0], shamt);		 
	mx4 U5_mx4(d_out[2], d_in[2], d_in[1], d_in[0], 1'b0, shamt);			 
	mx4 U6_mx4(d_out[1], d_in[1], d_in[0], 1'b0, 1'b0, shamt);				 
	mx4 U7_mx4(d_out[0], d_in[0], 1'b0, 1'b0, 1'b0, shamt);					 
endmodule
module LSR8(d_out, d_in, shamt);			 
	input [1:0] shamt;
	input [7:0] d_in;
	output [7:0] d_out;
	mx4 U0_mx4(d_out[7], d_in[7],  1'b0,  1'b0,  1'b0, shamt);		 
	mx4 U1_mx4(d_out[6], d_in[6], d_in[7],  1'b0,  1'b0, shamt);		 
	mx4 U2_mx4(d_out[5], d_in[5], d_in[6], d_in[7],  1'b0, shamt);		 
	mx4 U3_mx4(d_out[4], d_in[4], d_in[5], d_in[6], d_in[7], shamt);		 
	mx4 U4_mx4(d_out[3], d_in[3], d_in[4], d_in[5], d_in[6], shamt);		 
	mx4 U5_mx4(d_out[2], d_in[2], d_in[3], d_in[4], d_in[5], shamt);			 
	mx4 U6_mx4(d_out[1], d_in[1], d_in[2], d_in[3], d_in[4], shamt);				 
	mx4 U7_mx4(d_out[0], d_in[0], d_in[1], d_in[2], d_in[3], shamt);					 
endmodule
module _register8_r(q, clk, reset_n, d);	 
	input clk, reset_n;
	input [7:0] d;
	output [7:0] q;
	_dff_r U0_dff_r(q[0], clk, reset_n, d[0]);		 
	_dff_r U1_dff_r(q[1], clk, reset_n, d[1]);		 
	_dff_r U2_dff_r(q[2], clk, reset_n, d[2]);		 
	_dff_r U3_dff_r(q[3], clk, reset_n, d[3]);		 
	_dff_r U4_dff_r(q[4], clk, reset_n, d[4]);		 
	_dff_r U5_dff_r(q[5], clk, reset_n, d[5]);		 
	_dff_r U6_dff_r(q[6], clk, reset_n, d[6]);		 
	_dff_r U7_dff_r(q[7], clk, reset_n, d[7]);		 
endmodule
module cc_logic(d_next, op, shamt, d_in, d_out);	 
	input [2:0] op;
	input [1:0] shamt;
	input [7:0] d_in;
	input [7:0] d_out;
	output reg [7:0] d_next;
	wire [7:0] d_lsl;
	wire [7:0] d_lsr;
	wire [7:0] d_asr;
	parameter NOP = 3'b000;					 
	parameter LOAD = 3'b001;
	parameter LSL = 3'b010;
	parameter LSR = 3'b011;
	parameter ASR = 3'b100;
	always@ (op, shamt, d_in, d_out, d_lsl, d_lsr, d_asr)		 
	begin
		case(op)
			NOP : d_next = d_out;			 
			LOAD : d_next = d_in;			 
			LSL : d_next = d_lsl;			 
			LSR : d_next = d_lsr;			 
			ASR : d_next = d_asr;			 
			default : d_next = 3'bxxx;		 
		endcase
	end
	LSL8 U0_LSL8(d_lsl, d_out, shamt);	 
	LSR8 U1_LSR8(d_lsr, d_out, shamt);	 
	ASR8 U2_aSR8(d_asr, d_out, shamt);	 
endmodule
module mx2(y, d0, d1, s);		 
	input d0, d1, s;
	output y;
	wire sb, w0, w1;
	_inv U0_inv(sb, s);
	_nand2 U1_nand2(w0, d0, sb);
	_nand2 U2_nand2(w1, d1, s);
	_nand2 U3_nand2(y, w0, w1);
endmodule
module mx4(y, d0, d1, d2, d3, s);		 
	input d0, d1, d2, d3;
	input [1:0]s;
	output y;
	mx2 U0_mx2(w0, d0, d1, s[0]);			 
	mx2 U1_mx2(w1, d2, d3, s[0]);
	mx2 U2_mx2(y, w0, w1, s[1]);			 
endmodule
module shifter8(d_out, clk, reset_n, op, shamt, d_in);		 
	input clk, reset_n;
	input [2:0] op;
	input [1:0] shamt;
	input [7:0] d_in;
	output [7:0] d_out;
	wire [7:0] d_next, d_cur;
	cc_logic U0_cc_logic(d_next, op, shamt, d_in, d_cur);		 
	_register8_r U1_register8_r(d_cur, clk, reset_n, d_next);	 
	assign d_out = d_cur;
endmodule
module _inv(y, a);		 
	input a;
	output y;
	assign y = ~a;
endmodule
module _nand2(y, a, b);		 
	input a, b;
	output y;
	assign y = ~(a & b);
endmodule
module _and2(y, a, b);		 
	input a, b;
	output y;
	assign y = a & b;
endmodule
module _or2(y, a, b);		 
	input a, b;
	output y;
	assign y = a | b;
endmodule
module _xor2(y, a, b);		 
	input a, b;
	output y;
	wire inv_a, inv_b;
	wire w0, w1;
	_inv invA(inv_a, a);		 
	_inv invB(inv_b, b);
	_and2 and0(w0, inv_a, b);		 
	_and2 and1(w1, a, inv_b);		 
	_or2 or0(y, w0, w1);		 
endmodule
module _and3(y, a, b, c);	 
	input a, b, c;
	output y;
	assign y = a & b & c;
endmodule
module _and4(y, a, b, c, d);	 
	input a, b, c, d;
	output y;
	assign y = a & b & c & d;
endmodule
module _and5(y, a, b, c, d, e);	 
	input a, b, c, d, e;
	output y;
	assign y = a & b & c & d & e;
endmodule
module _or3(y, a, b, c);	 
	input a, b, c;
	output y;
	assign y = a | b | c;
endmodule
module _or4(y, a, b, c, d);	 
	input a, b, c, d;
	output y;
	assign y = a | b | c | d;
endmodule
module _or5(y, a, b, c, d, e);	 
	input a, b, c, d, e;
	output y;
	assign y = a | b | c | d | e;
endmodule
module _inv_4bits(y, a);		 
	input[3:0] a;
	output[3:0] y;
	assign y = ~a;
endmodule
module _and2_4bits(y, a, b);	 
	input[3:0] a, b;
	output[3:0] y;
	assign y = a & b;
endmodule
module _or2_4bits(y, a, b);	 
	input[3:0] a, b;
	output[3:0] y;
	assign y = a | b;
endmodule
module _xor2_4bits(y, a, b);		 
	input[3:0] a, b;
	output[3:0] y;
	_xor2 U0_xor2(y[0], a[0], b[0]);
	_xor2 U1_xor2(y[1], a[1], b[1]);
	_xor2 U2_xor2(y[2], a[2], b[2]);
	_xor2 U3_xor2(y[3], a[3], b[3]);
endmodule
module _xnor2_4bits(y, a, b);		 
	input[3:0] a, b;
	output[3:0] y;
	wire[3:0] w0;
	_xor2_4bits U0_xor2_4bits(w0, a, b);
	_inv_4bits U1_inv_4bits(y, w0);
endmodule
module _inv_32bits(y, a);		 
	input[31:0] a;
	output[31:0] y;
	assign y = ~a;
endmodule
module _and2_32bits(y, a, b);	 
	input[31:0] a, b;
	output[31:0] y;
	assign y = a & b;
endmodule
module _or2_32bits(y, a, b);	 
	input[31:0] a, b;
	output[31:0] y;
	assign y = a | b;
endmodule
module _xor2_32bits(y, a, b);		 
	input[31:0] a, b;
	output[31:0] y;
	_xor2_4bits U0_xor2_4bits(y[3:0], a[3:0], b[3:0]);
	_xor2_4bits U1_xor2_4bits(y[7:4], a[7:4], b[7:4]);
	_xor2_4bits U2_xor2_4bits(y[11:8], a[11:8], b[11:8]);
	_xor2_4bits U3_xor2_4bits(y[15:12], a[15:12], b[15:12]);
	_xor2_4bits U4_xor2_4bits(y[19:16], a[19:16], b[19:16]);
	_xor2_4bits U5_xor2_4bits(y[23:20], a[23:20], b[23:20]);
	_xor2_4bits U6_xor2_4bits(y[27:24], a[27:24], b[27:24]);
	_xor2_4bits U7_xor2_4bits(y[31:28], a[31:28], b[31:28]);
	endmodule
module _xnor2_32bits(y, a, b);		 
	input[31:0] a, b;
	output[31:0] y;
	_xnor2_4bits U0_xnor2_4bits(y[3:0], a[3:0], b[3:0]);
	_xnor2_4bits U1_xnor2_4bits(y[7:4], a[7:4], b[7:4]);
	_xnor2_4bits U2_xnor2_4bits(y[11:8], a[11:8], b[11:8]);
	_xnor2_4bits U3_xnor2_4bits(y[15:12], a[15:12], b[15:12]);
	_xnor2_4bits U4_xnor2_4bits(y[19:16], a[19:16], b[19:16]);
	_xnor2_4bits U5_xnor2_4bits(y[23:20], a[23:20], b[23:20]);
	_xnor2_4bits U6_xnor2_4bits(y[27:24], a[27:24], b[27:24]);
	_xnor2_4bits U7_xnor2_4bits(y[31:28], a[31:28], b[31:28]);
	endmodule
```
==> deck_impl_summary.md <==
Physical Implementation Snapshot

Global routing
  – Total track usage: 0.07719
  – Largest net degree at the start of global routing: 17
  – Gr ovfl total: 0
  – GRT Max-Usage Layer: met2
  – Antenna violations before repair: 0
  – Vias in the first global route: around 960
  – GR Util met3: 0.02461
  – Global-route wire length before repair: roughly 4700 um
  – Met2 usage: 0.1206
  – GRT met1 Usage: 0.1046

Pwr
  – Leak: between 0.5 and 0.6 nW
  – Power Density: roughly 560 nW/um2
  – Sw Ratio: 0.2864
  – Maximum VDD drop: a little over 0.2 mV
  – Final Total Pwr: around 780 uW
  – Logic gate share of total power: 0.421
  – Clock share of power: 0.295
  – Seq pwr share: 0.284
  – Switching power: roughly 220 uW
  – Internal: approximately 560 uW

Synth
  – Yosys stat area: 970.9 um2
  – Distinct cells, synth: 33
  – Largest area contributor in the netlist: dfrtp_1
  – Synth Seq Share: 0.2062
  – Syn Area/Cell: around 8.9 um2
  – Cell count after synthesis: 109
  – Yosys Instances: 109
  – Cell area leaders: dfrtp_1 21%, mux4_2 16%, mux2i_1 11%
  – Area leader share: 0.2062
  – Seq cells post-synth: 8
  – Ys Warns: 4
  – Syn Std Cell Area: a little under 1000 um2

Setup path
  – Slowest stage delay, CP: between 500 and 600 ps
  – Setup crit start kind: input port
  – Crit path kind: in -> reg
  – CP endpoint kind: flip-flop
  – Most frequent CP cell: mux4_2
  – Crit path buf inv count: 2
  – Sequence of cells on the critical path: dlygate4sd2_1, mux4_2, mux4_2, inv_1, o21ai_1
  – Crit path max fanout: 2
  – Crit path required time: roughly 1800 ps
  – Arrival @ worst endpoint: roughly 1700 ps
  – RR Endpoint: U1_register8_r.U4_dff_r.q$_DFFE_PN0P_
  – Flop-to-flop setup slack: around 110 ps
  – Delay-heaviest family, CP: multiplexers
  – R2r startpoint: U1_register8_r.U7_dff_r.q$_DFFE_PN0P_
  – Worst Reg2Reg Path Length in Cells: 4
  – CP max stage cell: mux4_2

Final timing
  – Max-slew violation count: 0
  – Worst Tran Pin Value: 388.7 ps
  – Max-slew headroom: 0.7341
  – RSZ-0062 raised after global routing: false
  – Setup TNS: 0 ps
  – Worst Slack Setup Final: between 70 and 80 ps
  – Final Hold Viols: 0
  – # setup viols final: 0
  – Period minus WS final: 1621 ps
  – Peak Freq: between 0.6 and 0.7 GHz
  – Worst Skew: between 6 and 7 ps
  – Fin crit share: 0.9535
  – Hold Slack: ~410 ps

Placed design
  – Pre-CTS setup slack: -409.4 ps
  – RePlAce Congestion: 0.8888
  – Buffers on Ports: 22
  – Post-detail-place hpwl: roughly 2200 um

Clock network
  – Clock sink count: 8
  – CTS tree: yes
  – Setup Buffers After CTS: 0
  – H-tree Lvls: 1
  – Clock Latency Late Sink: ~230 ps
  – Num CTS Buffers: 3
  – Clock-pin slew on the worst setup and hold paths: around 50 ps
  – CTS Hold Buffers Added: 0
  – CTS root buf: clkbuf_8
  – Gates resized, CTS repair: 3
  – Max Root-Sink Buffers: 2

Layout
  – Layout cells sized above 1: 0.2806
  – Total area of sequential cells: between 200 and 250 um2
  – Filler cells: a little over 400
  – Comb area: approximately 650 um2
  – Most frequent logic cells in the routed design: 23 x buf_4, 20 x clkdlybuf4s50_1, 11 x mux2i_1
  – Commonest Layout Cell: buf_4
  – Layout area overhead: 42.53%

Die
  – Die Height: 84 um
  – FP Rows: 23
  – Die Width: 84 um
  – I/O pin count: 23
  – Fp_density: 0.2445
  – Core area: ~4000 um2
  – Die ar.: about 7000 um2

Routing
  – Routed wire per std cell: between 10 and 15 um
  – Vias/cell: between 5 and 6
  – Final wirelength: 2741 um
  – DR DRC count: 0
  – Antenna-violating nets left: 0
  – Initial DRC Count: slightly below 100
  – DR pass1 iterations: 4
  – Antenna diode count: 0
  – Routed vias: about 950

Job
  – Max_cap viols: 0
  – Tally of OpenROAD warnings: 25

Run status
  – Status: completed

Worst hold path
  – Worst hold path type: in -> async
-- cell families (layout without fill, tap and decap cells) --
logic type / count (synthesis) / after routing / synth area share
AOI/OAI and AO/OA: 32 / 32 / 0.2139
and+or+nand+nor: 25 / 25 / 0.1418
buffers and inverters: 23 / 53 / 0.1276
muxes: 21 / 21 / 0.3106
DFF: 8 / 8 / 0.2062
-- worst max path at each step --
stage	startpoint	slack, ps	end	cells after the start
final	shamt[1]	80	U1_register8_r.U4_dff_r.q$_DFFE_PN0P_	5
after CTS	shamt[1]	80	U1_register8_r.U4_dff_r.q$_DFFE_PN0P_	5
after global routing	shamt[0]	20	U1_register8_r.U3_dff_r.q$_DFFE_PN0P_	6
-- routing by layer --
layer  vias up  wire length, um
met2        26             1202
met4         0               15
met5         -                0
met3         2              198
met1       456             1325
li1        465                -
-- sequential cells by signal, summed over array words and instances, names as in the netlist --
| register | flops |
|---|---|
| U1_register8_r.U2_dff_r.q | 1 |
| U1_register8_r.U3_dff_r.q | 1 |
| U1_register8_r.U0_dff_r.q | 1 |
| U1_register8_r.U6_dff_r.q | 1 |
| U1_register8_r.U4_dff_r.q | 1 |
| U1_register8_r.U7_dff_r.q | 1 |
| U1_register8_r.U5_dff_r.q | 1 |
| U1_register8_r.U1_dff_r.q | 1 |
-- worst reg2reg max path: stages (launching register included) --
cell	delay, ps
dfrtp_1	380
mux4_2	490
mux4_2	480
inv_1	60
o21ai_1	60
-- synthesized netlist by cell type --
library cell	n
inv_1	3
nand2_1	3
a32oi_1	1
nand3_1	2
o22a_1	1
mux2i_1	11
a2111oi_0	1
a31oi_1	2
o221a_2	1
a21oi_1	8
o41ai_1	1
o2bb2ai_1	1
or4bb_1	1
buf_4	9
nor2b_1	3
o21ai_1	4
nor2_1	8
o21a_1	1
mux2_2	3
o21ai_0	5
buf_1	1
nand3b_1	3
mux4_2	7
a211oi_1	1
nand2b_1	4
a311oi_1	1
dfrtp_1	8
clkbuf_1	7
and3b_1	1
a22o_1	1
o211a_1	1
o22ai_1	2
buf_2	3
-- power by group through the flow --
stage	combinational (mW)	sequential, mW	clock (mW)
global route	0.357	0.224	0.246
CTS	0.329	0.221	0.233
finish	0.328	0.221	0.229
-- metrics by stage --
| stage | area [um2] | cells | utilization |
|---|---|---|---|
| global route | 1384 | 189 | 0.3485 |
| global placement | 1341 | 186 | 0.3377 |
| floorplan | 970.9 | 109 | - |
| CTS | 1384 | 189 | 0.3485 |
| detailed placement | 1341 | 186 | 0.3377 |
| finish | 1384 | 189 | 0.3485 |
-- layout make-up --
cell class / instances / area share
multi-input cells: 78 / 0.4674
repair buffers: 47 / 0.3047
flip-flops and latches: 8 / 0.1447
well taps: 50 / 0.04521
clock buffers: 3 / 0.02984
inverters: 3 / 0.008137
No activity file was given, so power comes from the tool's default toggle rates.
